==> flow/design.v <==
module mul(flout_a,flout_b,clk,en,rst,round_cfg,flout_c,overflow); 
 input[31:0] flout_a;            
 input[31:0] flout_b;            
 input clk;                      
 input en;                       
 input rst;                      
 input round_cfg;                
 output[31:0] flout_c;           
 output[1:0] overflow;           
 reg[31:0] flout_c;
 reg[1:0] overflow;
 wire s1,s2;                      
 wire[7:0] exp1,exp2;             
 wire[23:0] man1,man2;            
 reg n;                          
 reg[9:0] temp1,temp2,temp3;     
 reg[47:0] mul_out_p;            
 reg       one_s_out;
 reg[9:0]  one_e_out;
 reg[47:0] one_m_out;
 reg       one_s_reg; 
 reg[9:0]  one_e_reg; 
 reg[47:0] one_m_reg;
 reg[1:0]  two_f_out;  
 reg[7:0]  two_e_out; 
 reg[22:0] two_m_out; 
 reg       two_s_reg;
 reg[1:0]  two_f_reg;  
 reg[7:0]  two_e_reg;
 reg[22:0] two_m_reg;
       assign s1   = flout_a[31];
       assign exp1 = flout_a[30:23];
      assign  man1 = {1'b1,flout_a[22:0]};
	assign s2   = flout_b[31];
       assign exp2 = flout_b[30:23];
      assign man2 = {1'b1,flout_b[22:0]};
always@(*)  one_s_out = s1^s2;   
always@(*) 
 begin
  if(man1 == 24'b10000000000_0000000000000)
	  one_m_out = 48'b0;
	else if(man2 == 24'b10000000000_0000000000000)
	  one_m_out = 48'b0;
	else
	  one_m_out = man1*man2;  
end
always@(*) 
 begin
   if(exp1[7] == 1)
     temp1 = {2'b00,1'b0,exp1[6:0]};
   else 
	   temp1 = {2'b11,1'b1,exp1[6:0]};
   if(exp2[7] == 1)
     temp2 = {2'b00,1'b0,exp2[6:0]};
   else
	   temp2 = {2'b11,1'b1,exp2[6:0]}; 
   one_e_out[9:0] = temp1[9:0] + temp2[9:0];         
end
always@(clk)
 begin
   one_s_reg <= one_s_out;
	 one_e_reg <= one_e_out;
	 one_m_reg <= one_m_out;
end
always@(*) 
 begin
   if(one_m_reg == 48'b0000000000_0000000000000)
     begin
       two_m_out =  23'b0;
       n  =  1'b0;
     end   
	 else
	   begin
		  if(one_m_reg[47] == 1)
		   begin
		     n  = 1'b1;                   
			   mul_out_p = one_m_reg >> 1;  
		  end
		  else
		   begin
			  n   = 1'b0;                  
			  mul_out_p = one_m_reg;       
			end
		 if(round_cfg == 1)          
		   begin
		     if(mul_out_p[22] == 1)
			    two_m_out[22:0] = mul_out_p[45:23]+1'b1;
			   else
			    two_m_out[22:0] = mul_out_p[45:23];
		   end
		  else
		 	 two_m_out[22:0] = mul_out_p[45:23];
    end
   temp3 = one_e_reg[9:0] + n + 1'b1;   
	 if(temp3[9:8] == 2'b01)  
     two_f_out = 2'b01;  
   else if(temp3[9:8] == 2'b10)  
	  two_f_out = 2'b10;  
   else 
	  two_f_out = 2'b00;  
   case(temp3[7])  
     1'b1:  two_e_out = {1'b0,temp3[6:0]}; 
     1'b0:  two_e_out = {1'b1,temp3[6:0]}; 
   endcase
end
always@(clk) 
 begin
   if(two_m_out == 0)  
	  begin
	     two_s_reg <= 1'b0;
		   two_e_reg <= 8'b0;
		   two_m_reg <= 23'b0;
	     two_f_reg <= 2'b00;
	  end
   else
	  begin
       two_s_reg <= one_s_reg;
       two_f_reg <= two_f_out;
       two_e_reg <= two_e_out;
       two_m_reg <= two_m_out;
	  end
end
always@(*) 
 begin
	  flout_c  = {two_s_reg,two_e_reg[7:0],two_m_reg[22:0]};
	  overflow = two_f_reg;
end
endmodule
module two_line_float_p_mul(flout_a,flout_b,clk,en,rst,round_cfg,flout_c,overflow); 
 input[31:0] flout_a;            
 input[31:0] flout_b;            
 input clk;                      
 input en;                       
 input rst;                      
 input round_cfg;                
 output[31:0] flout_c;           
 output[1:0] overflow;           
 reg[31:0] flout_c;
 reg[1:0] overflow;
 reg s1,s2;                      
 reg[7:0] exp1,exp2;             
 reg[23:0] man1,man2;            
 reg n;                          
 reg[9:0] temp1,temp2,temp3;     
 reg[47:0] mul_out_p;            
 reg       one_s_out;
 reg[9:0]  one_e_out;
 reg[47:0] one_m_out;
 reg       one_s_reg; 
 reg[9:0]  one_e_reg; 
 reg[47:0] one_m_reg;
 reg[1:0]  two_f_out;  
 reg[7:0]  two_e_out; 
 reg[22:0] two_m_out; 
 reg       two_s_reg;
 reg[1:0]  two_f_reg;  
 reg[7:0]  two_e_reg;
 reg[22:0] two_m_reg;
always@(*) 
 begin
   if(!rst)
     begin        
       s1   = 1'b0;
       exp1 = 8'b0000_0000;
       man1 = {1'b1,23'b0};
     end
	 else if(en) 
     begin
       s1   = flout_a[31];
       exp1 = flout_a[30:23];
       man1 = {1'b1,flout_a[22:0]};
	   end
 end
always@(*) 
 begin
   if(!rst)
     begin       
       s2   = 1'b0;
       exp2 = 8'b0000_0000;
       man2 = {1'b1,23'b0};
     end
   else if(en) 
     begin
       s2   = flout_b[31];
       exp2 = flout_b[30:23];
       man2 = {1'b1,flout_b[22:0]};
     end
end
always@(*)  one_s_out = s1^s2;   
always@(*) 
 begin
  if(man1 == 24'b10000000000_0000000000000)
	  one_m_out = 48'b0;
	else if(man2 == 24'b10000000000_0000000000000)
	  one_m_out = 48'b0;
	else
	  one_m_out = man1*man2;  
end
always@(*) 
 begin
   if(exp1[7] == 1)
     temp1 = {2'b00,1'b0,exp1[6:0]};
   else 
	   temp1 = {2'b11,1'b1,exp1[6:0]};
   if(exp2[7] == 1)
     temp2 = {2'b00,1'b0,exp2[6:0]};
   else
	   temp2 = {2'b11,1'b1,exp2[6:0]}; 
   one_e_out[9:0] = temp1[9:0] + temp2[9:0];         
end
always@(posedge clk)
 begin
   one_s_reg <= one_s_out;
	 one_e_reg <= one_e_out;
	 one_m_reg <= one_m_out;
end
always@(*) 
 begin
   if(one_m_reg == 48'b0000000000_0000000000000)
     begin
       two_m_out =  23'b0;
       n  =  1'b0;
     end   
	 else
	   begin
		  if(one_m_reg[47] == 1)
		   begin
		     n  = 1'b1;                   
			   mul_out_p = one_m_reg >> 1;  
		  end
		  else
		   begin
			  n   = 1'b0;                  
			  mul_out_p = one_m_reg;       
			end
		 if(round_cfg == 1)          
		   begin
		     if(mul_out_p[22] == 1)
			    two_m_out[22:0] = mul_out_p[45:23]+1'b1;
			   else
			    two_m_out[22:0] = mul_out_p[45:23];
		   end
		  else
		 	 two_m_out[22:0] = mul_out_p[45:23];
    end
   temp3 = one_e_reg[9:0] + n + 1'b1;   
	 if(temp3[9:8] == 2'b01)  
     two_f_out = 2'b01;  
   else if(temp3[9:8] == 2'b10)  
	  two_f_out = 2'b10;  
   else 
	  two_f_out = 2'b00;  
   case(temp3[7])  
     1'b1:  two_e_out = {1'b0,temp3[6:0]}; 
     1'b0:  two_e_out = {1'b1,temp3[6:0]}; 
   endcase
end
always@(posedge clk) 
 begin
   if(two_m_out == 0)  
	  begin
	     two_s_reg <= 1'b0;
		   two_e_reg <= 8'b0;
		   two_m_reg <= 23'b0;
	     two_f_reg <= 2'b00;
	  end
   else
	  begin
       two_s_reg <= one_s_reg;
       two_f_reg <= two_f_out;
       two_e_reg <= two_e_out;
       two_m_reg <= two_m_out;
	  end
end
always@(*) 
 begin
	  flout_c  = {two_s_reg,two_e_reg[7:0],two_m_reg[22:0]};
	  overflow = two_f_reg;
end
endmodule
==> flow/run.sh <==
#!/bin/bash
# OpenROAD 26Q1-2900-gdf79404cd8, Yosys 0.63+post, stock flow scripts
make -C /OpenROAD-flow-scripts/flow DESIGN_CONFIG=/design/flow/config.mk WORK_HOME=/design/flow/orfs finish
==> flow/config.mk <==
export PLATFORM = sky130hd
export DESIGN_NAME = two_line_float_p_mul
export DESIGN_NICKNAME = two_line_float_p_mul
export VERILOG_FILES = /design/flow/design.v
export SDC_FILE = /design/flow/constraint.sdc
export NUM_CORES = 4
export LEC_CHECK = 1
export CORE_UTILIZATION = 50
==> flow/constraint.sdc <==
current_design two_line_float_p_mul

set clk_period 8.6
set clk_io_pct 0.2

create_clock -name clk0 -period $clk_period [get_ports {clk}]

set non_clock_inputs [all_inputs -no_clocks]
set_input_delay [expr $clk_period * $clk_io_pct] -clock clk0 $non_clock_inputs
set_output_delay [expr $clk_period * $clk_io_pct] -clock clk0 [all_outputs]
==> results.cfg <==
; physical design summary
[setup_path]
critPathKind = primary input to flip-flop
setup.worst_path.start_class = primary input
worstRegToRegCells = 13
endpoint_kind = flip-flop
minimum_setup_slack_among_reg_to_reg_paths_ps = 4900
worst-path-max-fanout = 11
cpMaxStageDelayCell = sky130_fd_sc_hd__clkdlybuf4s50_1
reg2reg_to = two_s_reg
required_ps = 8800
worstSetupPathDepth = 9
timing.critical_path.cells = clkdlybuf4s50_1 > and4_1 > nand4_1 > xor2_1 > or4_1 > nor3_1 > nor4b_2 > buf_4 > a21boi_0
critical_path.max_stage_delay_ps = 550
critPathArrivalTime_ps = 4450
critical_path_buf_inv_count = 2
worst_path_dominant_cell_family = simple AND/OR/NAND/NOR gates
reg2reg_from = one_m_reg[47]
startpoint = round_cfg

[placed_design]
numPortBuffers = 101
hpwlAfterDp_mm = 44.4
place.gp.congestion = 0.941
place_ws_ps = 4090

[route]
detail_route.wl_per_cell_um = 18.5
drt_iter0_drc = 913
drc_errors = 0
route.final.wire_length_mm = 60.3
route.detailed.vias_per_inst = 5.24
vias = 17101
drt_pass1_iterations = 5
detail-route-antenna-nets = 0

[clock_network]
cts.root.buffer_cell = sky130_fd_sc_hd__clkbuf_16
hold_buffers = 0
clock_h_tree_levels = 3
cts.reportedPaths.clkPinSlew_ps = 50
cts_buffers = 9
clock_tree_from_tritoncts = yes
cts.repair_timing.setup_buffer_count = 0
clk_path_buf_depth = 2
gates_resized_cts_repair = 0
clk-insertion-delay-late_ps = 330

[sta]
time_the_worst_path_needs_with_i_o_delays_and_setup_ps = 4240
slew_violations = 0
setup_slack_ps = 4360
setup_viol = 0
worst-slew-pin-transition_ps = 910
number_of_unconstrained_endpoints = 101
timing.final.crit_share_pct = 49.3
timing.final.hold_violations = 0
max_freq_mhz = 236
unclocked_regs = 64
setup_repair_after_global_routing_missed_its_margin = no
clock-skew-final_ps = 5.40
setup_total_negative_slack_ps = 0
hold-worst-slack_ps = 447
timing.slew.headroom_pct = 39.3

[power_and_ir_drop]
ir_worst_vdd_v = 0.000194
cellPowerDensity_nw_per_um2 = 82.1
reported_leakage_power_nw = 12.6

[synth]
synthAoiAreaFrac_pct = 6.33
post_synthesis_async_set_or_reset_flop_share_pct = 0
synth-main-ff-cell = sky130_fd_sc_hd__dfxtp_1
synth.yosys.warnings = 1
area_share_of_fa_ha_maj_cells_after_synthesis_pct = 51.0
number_of_instances_in_the_synthesized_netlist = 2617
synth.yosys.chip_area_um2 = 23500
synth.cellmix.xorXnorShare_pct = 1.68
most_popular_library_cell_in_the_synthesized_design_by_count = sky130_fd_sc_hd__inv_1
synth.top_cells.by_count = sky130_fd_sc_hd__inv_1, sky130_fd_sc_hd__fa_1, sky130_fd_sc_hd__and2_1
post_synth_mux_share_pct = 0.784
enable_flop_cells = 0
synth_flops = 135
synthSimpleGateAreaFrac_pct = 18.4
ys_top_logic_family = adder cells
ys_cells = 2617
syn-cell-area_um2 = 23500
synth_cell_type_count = 85
synth_top_area_share_pct = 41.2
avgSynthCellArea_um2 = 8.97
post-synth-top-area-cell = sky130_fd_sc_hd__fa_1
synthTopCellsByArea = sky130_fd_sc_hd__fa_1, sky130_fd_sc_hd__ha_1, sky130_fd_sc_hd__inv_1

[worst_hold_path]
min_delay_worst_endpoint = two_s_reg
hold-path-cell-count = 1
hold_path_class = flip-flop to flip-flop
holdCritStartpoint = one_s_reg

[global_route]
initial_antenna_violation_count = 0
grt_start_max_net_pins = 66
grt-ovfl-total = 0
grt_util_all_layers_pct = 28.8
first_global_vias = 18214
grt_pass1_wl_mm = 97.3

[finish]
synthToLayoutAreaGrowth_pct = 8.39
largest_register_ff_count = 26
drive_gt1_share_pct = 3.69
fillers = 4123

[die]
core_util_floorplan_pct = 50.5
fp.dieArea_um2 = 47800
std_cell_rows = 79
ioPinCount = 102
floorplan.die.width_um = 219
coreArea_um2 = 46500
die_height_um = 219

[run]
warning_count = 31
timing.max_cap.violations = 0

[outcome]
status = completed
[worst register-to-register path: cells and delay by family, from the launching register on]
family | cells | cell delay (ps)
DFF | 1 | 310
AOI/OAI and AO/OA | 2 | 560
xor gates and xnor gates | 1 | 170
and+or+nand+nor | 6 | 1480
buffers and inverters | 3 | 790
adders and majority gates | 1 | 270
[where the power goes]
group	total [mW]	leakage (nW)	internal, mW	switching (mW)
logic	1.16	11.4	0.518	0.645
registers	0.545	1.10	0.447	0.0983
clock network	0.381	0.148	0.252	0.128
total	2.09	12.6	1.22	0.872
[metrics by stage]
stage | instance area [um2] | utilization [%] | cells | power [mW]
finish | 25400 | 54.7 | 3266 | 2.09
floorplan | 23500 | - | 2617 | 1.31
detailed placement | 25100 | 54.1 | 3249 | 1.70
global route | 25400 | 54.7 | 3265 | 2.27
global placement | 25100 | 54.1 | 3249 | 1.69
CTS | 25400 | 54.7 | 3265 | 2.09
[worst max path at each step]
stage | endpoint
final | two_s_reg
after global routing | two_e_reg[3]
after CTS | two_s_reg
[layer usage]
metal,global-route usage [%],up-vias,wire (um)
li1,-,7931,-
met1,40.5,8253,24700
met2,41.1,844,26000
met3,16.3,73,8230
met4,5.10,0,1400
met5,0,-,0
[cell families after synthesis]
| kind of cell | after synthesis |
|---|---|
| latches | 64 |
| AND-OR/OR-AND | 215 |
| adder cells (fa/ha/maj) | 667 |
| multiplexers | 17 |
| buffers and inverters | 715 |
| AND/OR/NAND/NOR | 823 |
| XOR/XNOR | 45 |
| flip-flops | 71 |
[placed cells by master (no fill, tap or decap), types with 14 or more instances in the layout]
cell                              count
sky130_fd_sc_hd__inv_1              585
sky130_fd_sc_hd__fa_1               483
sky130_fd_sc_hd__and2_1             319
sky130_fd_sc_hd__nand2_1            294
sky130_fd_sc_hd__ha_1               184
sky130_fd_sc_hd__clkdlybuf4s50_1    100
sky130_fd_sc_hd__dfxtp_1             70
sky130_fd_sc_hd__nor2_1              68
sky130_fd_sc_hd__dlxtn_1             64
sky130_fd_sc_hd__a21oi_1             63
sky130_fd_sc_hd__buf_4               51
sky130_fd_sc_hd__a21o_1              34
sky130_fd_sc_hd__o21ai_0             27
sky130_fd_sc_hd__xor2_1              25
sky130_fd_sc_hd__nor3_1              24
sky130_fd_sc_hd__nand3_1             21
sky130_fd_sc_hd__xnor2_1             20
sky130_fd_sc_hd__nand4_1             18
sky130_fd_sc_hd__a211oi_1            14
[final cells by class]
cell class,count,area (um2),share of cell area (%)
flip-flops and latches,135,2380,9.37
repair buffers,152,1390,5.46
well taps,607,759,2.99
diodes,1,2.50,0.00984
clock inverters,6,85.1,0.335
multi-input cells,1767,18400,72.3
clock buffers,10,229,0.900
inverters,588,2210,8.68
Power and IR drop assume default switching activity.
